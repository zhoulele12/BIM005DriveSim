==> flow/design.v <==
module multdiv_latch (clk,P_in,IR_in,P_out,IR_out,clr,in_en_P,in_en_IR);
	input[31:0] P_in,IR_in;
	input clk,clr,in_en_P,in_en_IR;
	output[31:0] P_out,IR_out;
	neg_register A(.clk(clk),.out(P_out),.d(P_in),.in_en(in_en_P),.out_en(1'b1),.clr(clr));
	neg_register IR(.clk(clk),.out(IR_out),.d(IR_in),.in_en(in_en_IR),.out_en(1'b1),.clr(clr));
endmodule
module neg_dffe_ref (out,d,clk,in_en,out_en,clr);
   input d, clk, in_en, out_en, clr;
   output out;
   assign out = out_en ? q:1'bz;
   reg q;
   initial
   begin
       q = 1'b0;
   end
   always @(negedge clk or posedge clr) begin
       if (clr) begin
           q <= 1'b0;
       end else if (in_en) begin
           q <= d;
       end
   end
endmodule
module neg_register (clk,out,d,in_en,out_en,clr);
	input[31:0] d;
	input in_en,out_en,clr,clk;
	output[31:0] out;
	genvar i;
	generate
		for(i=0;i<32;i=i+1) begin
			neg_dffe_ref dff(.out(out[i]),.d(d[i]),.clk(clk),.in_en(in_en),.out_en(out_en),.clr(clr));
		end
	endgenerate
endmodule
==> flow/run.sh <==
#!/bin/bash
# OpenROAD 26Q1-2900-gdf79404cd8, Yosys 0.63+post, stock flow scripts
make -C /OpenROAD-flow-scripts/flow DESIGN_CONFIG=/design/flow/config.mk WORK_HOME=/design/flow/orfs finish
==> flow/config.mk <==
export PLATFORM = sky130hd
export DESIGN_NAME = multdiv_latch
export DESIGN_NICKNAME = multdiv_latch
export VERILOG_FILES = /design/flow/design.v
export SDC_FILE = /design/flow/constraint.sdc
export NUM_CORES = 4
export LEC_CHECK = 1
export CORE_UTILIZATION = 30
==> flow/constraint.sdc <==
current_design multdiv_latch

set clk_period 1.1
set clk_io_pct 0.2

create_clock -name clk0 -period $clk_period [get_ports {clk}]

set non_clock_inputs [all_inputs -no_clocks]
set_input_delay [expr $clk_period * $clk_io_pct] -clock clk0 $non_clock_inputs
set_output_delay [expr $clk_period * $clk_io_pct] -clock clk0 [all_outputs]
==> summary.txt <==
impl run done, here's what came out: status=finished with violations, failing checks=setup timing, ys flop type=dfrtn_1, Crit path max-delay family=flip-flops, yosys stat cell total=201, cts hold-fix bufs=0, pre-CTS setup slack=-568.1 ps, Detail Placement HPWL=3712 um, I/O Buffers=131, Clock Sinks=64, flop-to-flop setup slack=0 ps, final worst setup slack=-512.7 ps, GPL Wtd Cong=0.7355, Filler cells=954, Area growth, synth to finish=48.25%, number of diodes=0, sequential cell area fraction in the yosys report=50.45%, Tool Warnings=28, Clock transition at path regs=50 ps, critical path class=reg2out, CP max FO=2, critical path launch point type=flip-flop, Die Size=11,000 sq um, 1st-iter DRT viols=36, Max Cap Viol=0, drt wl/cell=12.94 um, All-Layer GR Usage=11.79%, vias in the first global route=1,891, largest net degree at the start of global routing=26, worst min path class=reg2reg, die height=104.9 um, R2R Path Start=IR.genblk1[28].dff.q, Clock Latency Late Sink=320 ps, yosys synthesis chip area=3174 sq um, Distinct cells, synth=7, most used routing layer=met1, CP arrival=1390 ps, Reg2Reg Depth=4, register bit total from synthesis=64, Levels on crit path=1, share of cells above drive strength 1=62.61%, number of CTS-inserted buffers=9, CP Launch Point=IR.genblk1[9].dff.q, actual slew at the worst max-slew pin=138.9 ps, post-synth top area cell=dfrtn_1, vias per cell=3.890, area of the mapped netlist=3174 sq um, Critical Path Sink=IR_out[9], Reg2Reg Capture Point=IR.genblk1[28].dff.q, final hold slack=453.4 ps, most frequent cells after synthesis=64 x buf_4, 64 x dfrtn_1, 60 x mux2_4, Rel. slew slack=90.72%, largest stage delay on the critical path=420 ps, GR Layer Usage met3=3.621%, Post-Route WL=6224 um, Final Max Tran Viols=0, Rows=37, Vias=1,871, Leakage=2.462 nW, crit-path cells=buf_2, DR pass1 iterations=3, I/O Pins=132, PwrDens=1370 nW/um^2, Buf/Inv on CP=1, Post-DRT Antenna Nets=0, RSZ-0062 raised after global routing=yes, Cell area leaders=dfrtn_1 50%, mux2_4 28%, buf_4 15%, buf_12 3.8%, mux2_2 1.4%, M2 GR Usage=17.31%, yosys warns=2, Final setup viols=128, GR Overflow Total=0, met1 usage=18.10%, CP Data Required Time=880 ps, Synth async-reset ratio=100.0%, Post-Syn Instances=201, Core ar.=10,280 sq um, final hold vios=0, DRC=0, worst-case clock buffer depth=2, hold-critical path depth=1, Clock Root Buffer=clkbuf_8, slowest stage cell, crit path=dfrtn_1, Worst setup EP type=output pin, Peak VDD IR=0.5011 mV, TritonCTS clock tree=yes, fp util=30.89%, CTS H-tree depth=3, first-pass GRT wire length=9908 um, chip width=104.9 um, EDFF count, synth=0, initial antenna violation count=0, Top cell area share=50.45%, syn avg cell area=15.79 sq um, clk_skew=0 ps
-- registers in the layout, indices dropped and copies added (netlist names) --
register and count:
A.genblk1.dff.q 32, IR.genblk1.dff.q 32
-- metrics by stage --
| stage | total power, mW | cell area [sq um] | setup TNS [ps] | cells | util, % |
|---|---|---|---|---|---|
| 5_1_grt | 6.775 | 4706 | -38090 | 481 | 45.79 |
| 3_5_place_dp | 4.038 | 4229 | -78100 | 413 | 41.15 |
| 4_1_cts | 6.436 | 4538 | -36970 | 456 | 44.16 |
| 3_3_place_gp | 4.041 | 4229 | -77930 | 413 | 41.15 |
| 6_report | 6.445 | 4706 | -35870 | 481 | 45.79 |
| 2_1_floorplan | 3.545 | 3196 | -49160 | 201 | - |
-- worst min path at each step --
stage,start,endpoint,slack (ps)
6_report,IR.genblk1[20].dff.q,IR.genblk1[20].dff.q,450
4_1_cts,IR.genblk1[18].dff.q,IR.genblk1[18].dff.q,450
5_1_grt,IR.genblk1[3].dff.q,IR.genblk1[3].dff.q,470
-- routing by layer --
| layer | vias to the layer above | share of wire [%] |
|---|---|---|
| li1 | 887 | - |
| met1 | 891 | 47 |
| met2 | 84 | 43 |
| met3 | 9 | 8.1 |
| met4 | 0 | 1.4 |
| met5 | - | 0 |
-- repair_timing --
| item | 4_1_cts | 5_1_grt |
|---|---|---|
| setup buffers | 20 | 27 |
| endpoints found under the setup margin | 128 | 128 |
| gates resized | 281 | 4 |
| gates cloned | 8 | 0 |
-- where the power goes --
part / internal [mW] / switching, mW / total, mW / leakage, nW
sequential: 2.62 / 0.112 / 2.73 / 0.748
combinational: 0.991 / 0.329 / 1.32 / 1.59
clock: 1.51 / 0.880 / 2.39 / 0.122
total: 5.12 / 1.32 / 6.45 / 2.46
-- final cells by class --
type / instances / area (sq um) / area share, %
tap: 136 / 170.2 / 3.616
clock inverter: 2 / 60.06 / 1.276
inverter: 1 / 7.507 / 0.1595
clock buffer: 13 / 178.9 / 3.802
multi-input combinational: 64 / 960.9 / 20.42
timing repair buffer: 201 / 1727 / 36.69
sequential: 64 / 1602 / 34.03
-- cell families after synthesis --
logic type	synth area share, %
flip-flops	50.45
multiplexers	29.80
buffers and inverters	19.75
-- cells in the final DEF (no fill, tap or decap) --
master	n
buf_2	64
clkinvlp_4	1
buf_8	1
buf_16	9
dlygate4sd2_1	62
mux2_4	64
buf_4	54
clkdlybuf4s50_1	1
dlymetal6s2s_1	2
dfrtn_1	64
buf_12	8
bufinv_16	2
clkbuf_8	13
Power figures rest on the tool's default switching activity, not on a simulated workload.
