--- design.v ---
module neg_dffe_ref (out,d,clk,in_en,out_en,clr);
   input d, clk, in_en, out_en, clr;
   output out;
   assign out = out_en ? q:1'bz;
   reg q;
   initial
   begin
       q = 1'b0;
   end
   always @(negedge clk or posedge clr) begin
       if (clr) begin
           q <= 1'b0;
       end else if (in_en) begin
           q <= d;
       end
   end
endmodule
module neg_register (clk,out,d,in_en,out_en,clr);
	input[31:0] d;
	input in_en,out_en,clr,clk;
	output[31:0] out;
	genvar i;
	generate
		for(i=0;i<32;i=i+1) begin
			neg_dffe_ref dff(.out(out[i]),.d(d[i]),.clk(clk),.in_en(in_en),.out_en(out_en),.clr(clr));
		end
	endgenerate
endmodule
module pipeline_latch (clk,PC_in,A_in,B_in,IR_in,PC_out,A_out,B_out,IR_out,clr,in_en);
	input[31:0] PC_in,A_in,B_in,IR_in;
	input clk,clr,in_en;
	output[31:0] PC_out,A_out,B_out,IR_out;
	neg_register PC_latch(.clk(clk),.out(PC_out),.d(PC_in),.in_en(in_en),.out_en(1'b1),.clr(clr));
	neg_register A(.clk(clk),.out(A_out),.d(A_in),.in_en(in_en),.out_en(1'b1),.clr(clr));
	neg_register B(.clk(clk),.out(B_out),.d(B_in),.in_en(in_en),.out_en(1'b1),.clr(clr));
	neg_register IR(.clk(clk),.out(IR_out),.d(IR_in),.in_en(in_en),.out_en(1'b1),.clr(clr));
endmodule
--- run.sh ---
#!/bin/bash
# OpenROAD 26Q1-2900-gdf79404cd8, Yosys 0.63+post, stock flow scripts
make -C /OpenROAD-flow-scripts/flow DESIGN_CONFIG=/design/flow/config.mk WORK_HOME=/design/flow/orfs finish
--- config.mk ---
export PLATFORM = sky130hd
export DESIGN_NAME = pipeline_latch
export DESIGN_NICKNAME = pipeline_latch
export VERILOG_FILES = /design/flow/design.v
export SDC_FILE = /design/flow/constraint.sdc
export NUM_CORES = 4
export LEC_CHECK = 1
export CORE_UTILIZATION = 50
--- constraint.sdc ---
current_design pipeline_latch

set clk_period 1.5
set clk_io_pct 0.2

create_clock -name clk0 -period $clk_period [get_ports {clk}]

set non_clock_inputs [all_inputs -no_clocks]
set_input_delay [expr $clk_period * $clk_io_pct] -clock clk0 $non_clock_inputs
set_output_delay [expr $clk_period * $clk_io_pct] -clock clk0 [all_outputs]
==> flow_metrics.env <==
# yosys + openroad results
export IMPL_yosysWarnings=2
export IMPL_syn_to_final_growth_pct=57.99
export IMPL_ant_nets=0
export IMPL_rsz0062_at_grt="yes"
export IMPL_grt_overflow=0
export IMPL_cts_path_max_buffers=2
export IMPL_netSwitchingFraction_pct=20.38
export IMPL_synthCells=399
export IMPL_clock_latency_ns=0.38
export IMPL_end_kind="output pin"
export IMPL_vdd_drop_max_uv=1664
export IMPL_fp_util_pct=52.24
export IMPL_die_h_um=109.6
export IMPL_finalClockSkew_ns=0
export IMPL_vias_per_cell=4.557
export IMPL_avgSynthCellArea_um2=14.50
export IMPL_clock_sinks=128
export IMPL_pwr_share_clk_pct=43.4
export IMPL_maxSlewViolCount=0
export IMPL_critPathRequiredTime_ns=1.20
export IMPL_setup_viol=148
export IMPL_crit_fanout=2
export IMPL_gp_congestion=0.8144
export IMPL_drc=0
export IMPL_post_dp_cell_area_um2=8262
export IMPL_cts_tree="yes"
export IMPL_place_inst=691
export IMPL_status="finished, violations left"
export IMPL_worstPathArrival_ns=1.71
export IMPL_setup_ws_ns=-0.5084
export IMPL_switchingPower_mw=2.157
export IMPL_routed_via_count=3691
export IMPL_met1Wirelength_um=6099
export IMPL_drt_iter0_drc=126
export IMPL_coreArea_um2=11080
export IMPL_crit_buf_inv=1
export IMPL_port_buffers=258
export IMPL_violations="setup timing"
export IMPL_power_mw=10.58
export IMPL_synthesis_area_um2=5787
export IMPL_stdcell_area_um2=9143
export IMPL_cts_root_buf="clkbuf_16"
export IMPL_yosys_area_um2=5787
export IMPL_hold_violations=0
export IMPL_power_frac_seq_pct=38.1
export IMPL_max_stage_delay_ns=0.44
export IMPL_dpl_worst_slack_ns=-0.4838
export IMPL_worstSetupPathType="reg -> out"
export IMPL_highest_layer="met4"
export IMPL_grt_use_total_pct=24.90
export IMPL_p_int_mw=8.427
export IMPL_grt_pass1_vias=3843
export IMPL_postSynthSeqShare_pct=55.35
export IMPL_warning_count=30
export IMPL_dr_wl_met2_um=6793
export IMPL_cts_max_level=4
export IMPL_clkTransAtPathRegs_ns=0.04
export IMPL_path_cells="buf_2"
export IMPL_synth_distinct_cells=6
export IMPL_rows=38
export IMPL_wl_per_cell_um=17.89
export IMPL_synth_seq_cells=128
export IMPL_critPathSlowestCell="dfrtn_1"
export IMPL_maxCapViolCount=0
export IMPL_cts_buffers=17
export IMPL_ys_cells=399
export IMPL_first_pass_iters=4
export IMPL_grt_pass1_wl_um=21060
export IMPL_p_leak_nw=4.659
export IMPL_antenna_cells=0
export IMPL_dieArea_um2=12010
export IMPL_grt_start_max_net_pins=41
export IMPL_die_w_um=109.6
export IMPL_crit_path_start_kind="flop"
export IMPL_powerDensity_nw_per_um2=1158
export IMPL_dp_hpwl_um=8971
export IMPL_relSlewSlack_pct=85.75
export IMPL_layoutNonFillerInstCount=810
export IMPL_worstMarginPinSlew_ns=0.2138
export IMPL_crit_family="flip-flops"
export IMPL_antenna_found_initial=0
export IMPL_ios=259
export IMPL_nFillCells=596
export IMPL_p_comb_share_pct=18.5
export IMPL_wl_met3_um=1381
export IMPL_whs_ns=0.4504
export IMPL_min_delay_path_class="reg -> reg"
export IMPL_totalWireLength_um=14490
export IMPL_drive_gt1_share_pct=61.34
[power by group through the flow]
stage / clock network, mW / logic, mW / registers, mW
finish: 4.59 / 1.96 / 4.03
CTS: 4.65 / 1.88 / 4.02
global route: 4.84 / 2.11 / 4.07
[Yosys cell counts]
library cell    n  area (um^2)
buf_4         128        960.9
dfrtn_1       128         3203
mux2_2        128         1441
clkbuf_8        8        110.1
buf_6           6        67.56
inv_1           1        3.750
[layer usage]
layer	GRT usage (%)	vias to the layer above
met1	37.08	1795
met4	3.619	0
met2	37.56	158
met5	0	-
li1	-	1723
met3	9.366	15
[worst paths after layout]
| check | from | end | slack, ns | cells past startpoint |
|---|---|---|---|---|
| setup / recovery | IR.genblk1[29].dff.q$_DFFE_NP0P_ | IR_out[29] | -0.51 | 1 |
| hold reg to reg | B.genblk1[24].dff.q$_DFFE_NP0P_ | B.genblk1[24].dff.q$_DFFE_NP0P_ | 0.45 | 1 |
| setup reg to reg | A.genblk1[16].dff.q$_DFFE_NP0P_ | A.genblk1[16].dff.q$_DFFE_NP0P_ | 0.39 | 4 |
| max in group asynchronous | clr | A.genblk1[11].dff.q$_DFFE_NP0P_ | 0.20 | 3 |
| hold / removal | B.genblk1[24].dff.q$_DFFE_NP0P_ | B.genblk1[24].dff.q$_DFFE_NP0P_ | 0.45 | 1 |
| min in group asynchronous | clr | IR.genblk1[28].dff.q$_DFFE_NP0P_ | 1.03 | 3 |
[logic make-up after synthesis]
family	share of synthesized area, %
buffers and inverters	19.74
DFF	55.35
muxes	24.91
[state kept, by name, summed over array words and instances (netlist names)]
| register | count |
|---|---|
| A.genblk1.dff.q | 32 |
| PC_latch.genblk1.dff.q | 32 |
| B.genblk1.dff.q | 32 |
| IR.genblk1.dff.q | 32 |
[cell type report]
cell class | count | area [um^2] | share of cell area [%]
clock buffer | 23 | 488.0 | 5.337
clock inverter | 9 | 177.7 | 1.943
inverter | 1 | 7.507 | 0.08211
multi-input combinational | 128 | 1922 | 21.02
sequential | 128 | 3203 | 35.03
tap | 140 | 175.2 | 1.916
timing repair buffer | 381 | 3169 | 34.67
[metrics by stage]
stage | utilization [%] | setup TNS [ns]
5_1_grt | 82.53 | -61.98
3_3_place_gp | 74.58 | -131.55
2_1_floorplan | - | -170.76
6_report | 82.53 | -56.80
3_5_place_dp | 74.58 | -133.25
4_1_cts | 81.08 | -58.26
[cell usage in the layout, fill, tap and decap left out]
cell type	n
clkbuf_16	17
clkdlybuf4s50_1	118
buf_4	105
clkbuf_8	4
clkinv_4	2
dlymetal6s2s_1	6
dfrtn_1	128
mux2_4	128
dlygate4sd2_1	5
clkinv_2	2
clkinvlp_4	1
clkbuf_1	2
buf_12	11
bufinv_16	5
buf_2	128
buf_16	8
[repair_timing]
action	CTS	global route
gates cloned	8	0
endpoints found under the setup margin	249	181
hold buffers	0	0
buffers inserted	49	34
resized	426	6
