===== /design/flow/design.v =====
module CLA(A,B,C0,S,C32,g,p);
	input[31:0] A,B;
	input C0;
	output[31:0] S,g,p;
	output C32;
	wire C8,C16,C24;
	wire G0,P0,G1,P1,G2,P2,G3,P3;
	eight_bit_cell zero2seven(.A(A[7:0]),.B(B[7:0]),.Cin(C0),.G(G0),.P(P0),.S(S[7:0]),.g(g[7:0]),.p(p[7:0]));
	eight_bit_cell eight2fifteen(.A(A[15:8]),.B(B[15:8]),.Cin(C8),.G(G1),.P(P1),.S(S[15:8]),.g(g[15:8]),.p(p[15:8]));
	eight_bit_cell sixteen2twentythree(.A(A[23:16]),.B(B[23:16]),.Cin(C16),.G(G2),.P(P2),.S(S[23:16]),.g(g[23:16]),.p(p[23:16]));
	eight_bit_cell twentyfour2thirtyone(.A(A[31:24]),.B(B[31:24]),.Cin(C24),.G(G3),.P(P3),.S(S[31:24]),.g(g[31:24]),.p(p[31:24]));
	wire wc8and1;
	and C8and1(wc8and1,P0,C0);
	or C_8(C8,G0,wc8and1);
	wire wc16and1,wc16and2;
	and C16and1(wc16and1,P1,G0);
	and C16and2(wc16and2,P1,P0,C0);
	or C_16(C16,G1,wc16and1,wc16and2);
	wire wc24and1,wc24and2,wc24and3;
	and C24and1(wc24and1,P2,G1);
	and C24and2(wc24and2,P2,P1,G0);
	and C24and3(wc24and3,P2,P1,P0,C0);
	or C_24(C24,G2,wc24and1,wc24and2,wc24and3);
	wire wc32and1,wc32and2,wc32and3,wc32and4;
	and C32and1(wc32and1,P3,G2);
	and C32and2(wc32and2,P3,P2,G1);
	and C32and3(wc32and3,P3,P2,P1,G0);
	and C32and4(wc32and4,P3,P2,P1,P0,C0);
	or C_32(C32,G3,wc32and1,wc32and2,wc32and3,wc32and4);
endmodule
module eight_bit_cell(A,B,Cin,G,P,S,g,p);
	input[7:0] A,B;
	input Cin;
	output G,P;
	output[7:0] S;
	wire[7:0] c;
	output[7:0] g,p;
	and AND0(g[0],A[0],B[0]);
	and AND1(g[1],A[1],B[1]);
	and AND2(g[2],A[2],B[2]);
	and AND3(g[3],A[3],B[3]);
	and AND4(g[4],A[4],B[4]);
	and AND5(g[5],A[5],B[5]);
	and AND6(g[6],A[6],B[6]);
	and AND7(g[7],A[7],B[7]);
	or or0(p[0],A[0],B[0]);
	or or1(p[1],A[1],B[1]);
	or or2(p[2],A[2],B[2]);
	or or3(p[3],A[3],B[3]);
	or or4(p[4],A[4],B[4]);
	or or5(p[5],A[5],B[5]);
	or or6(p[6],A[6],B[6]);
	or or7(p[7],A[7],B[7]);
	and Pout(P,p[0],p[1],p[2],p[3],p[4],p[5],p[6],p[7]);
	wire wg0,wg1,wg2,wg3,wg4,wg5,wg6;
	and Gand0(wg0,g[0],p[1],p[2],p[3],p[4],p[5],p[6],p[7]);
	and Gand1(wg1,g[1],p[2],p[3],p[4],p[5],p[6],p[7]);
	and Gand2(wg2,g[2],p[3],p[4],p[5],p[6],p[7]);
	and Gand3(wg3,g[3],p[4],p[5],p[6],p[7]);
	and Gand4(wg4,g[4],p[5],p[6],p[7]);
	and Gand5(wg5,g[5],p[6],p[7]);
	and Gand6(wg6,g[6],p[7]);
	or Gout(G,wg0,wg1,wg2,wg3,wg4,wg5,wg6,g[7]);
	wire wc1and1;
	and C1and1(wc1and1,p[0],Cin);
	or C1(c[1],g[0],wc1and1);
	wire wc2and1,wc2and2;
	and C2and1(wc2and1,p[1],g[0]);
	and C2and2(wc2and2,p[1],p[0],Cin);
	or C2(c[2],g[1],wc2and1,wc2and2);
	wire wc3and1,wc3and2,wc3and3;
	and C3and1(wc3and1,p[2],g[1]);
	and C3and2(wc3and2,p[2],p[1],g[0]);
	and C3and3(wc3and3,p[2],p[1],p[0],Cin);
	or C3(c[3],g[2],wc3and1,wc3and2,wc3and3);
	wire wc4and1,wc4and2,wc4and3,wc4and4;
	and C4and1(wc4and1,p[3],g[2]);
	and C4and2(wc4and2,p[3],p[2],g[1]);
	and C4and3(wc4and3,p[3],p[2],p[1],g[0]);
	and C4and4(wc4and4,p[3],p[2],p[1],p[0],Cin);
	or C4(c[4],g[3],wc4and1,wc4and2,wc4and3,wc4and4);
	wire wc5and1,wc5and2,wc5and3,wc5and4,wc5and5;
	and C5and1(wc5and1,p[4],g[3]);
	and C5and2(wc5and2,p[4],p[3],g[2]);
	and C5and3(wc5and3,p[4],p[3],p[2],g[1]);
	and C5and4(wc5and4,p[4],p[3],p[2],p[1],g[0]);
	and C5and5(wc5and5,p[4],p[3],p[2],p[1],p[0],Cin);
	or C5(c[5],g[4],wc5and1,wc5and2,wc5and3,wc5and4,wc5and5);
	wire wc6and1,wc6and2,wc6and3,wc6and4,wc6and5,wc6and6;
	and C6and1(wc6and1,p[5],g[4]);
	and C6and2(wc6and2,p[5],p[4],g[3]);
	and C6and3(wc6and3,p[5],p[4],p[3],g[2]);
	and C6and4(wc6and4,p[5],p[4],p[3],p[2],g[1]);
	and C6and5(wc6and5,p[5],p[4],p[3],p[2],p[1],g[0]);
	and C6and6(wc6and6,p[5],p[4],p[3],p[2],p[1],p[0],Cin);
	or C6(c[6],g[5],wc6and1,wc6and2,wc6and3,wc6and4,wc6and5,wc6and6);
	wire wc7and1,wc7and2,wc7and3,wc7and4,wc7and5,wc7and6,wc7and7;
	and C7and1(wc7and1,p[6],g[5]);
	and C7and2(wc7and2,p[6],p[5],g[4]);
	and C7and3(wc7and3,p[6],p[5],p[4],g[3]);
	and C7and4(wc7and4,p[6],p[5],p[4],p[3],g[2]);
	and C7and5(wc7and5,p[6],p[5],p[4],p[3],p[2],g[1]);
	and C7and6(wc7and6,p[6],p[5],p[4],p[3],p[2],p[1],g[0]);
	and C7and7(wc7and7,p[6],p[5],p[4],p[3],p[2],p[1],p[0],Cin);
	or C7(c[7],g[6],wc7and1,wc7and2,wc7and3,wc7and4,wc7and5,wc7and6,wc7and7);  
	xor S0(S[0],A[0],B[0],Cin);
	xor S1(S[1],A[1],B[1],c[1]);
	xor S2(S[2],A[2],B[2],c[2]);
	xor S3(S[3],A[3],B[3],c[3]);
	xor S4(S[4],A[4],B[4],c[4]);
	xor S5(S[5],A[5],B[5],c[5]);
	xor S6(S[6],A[6],B[6],c[6]);
	xor S7(S[7],A[7],B[7],c[7]);
endmodule

===== /design/flow/run.sh =====
#!/bin/bash
# OpenROAD 26Q1-2900-gdf79404cd8, Yosys 0.63+post, stock flow scripts
make -C /OpenROAD-flow-scripts/flow DESIGN_CONFIG=/design/flow/config.mk WORK_HOME=/design/flow/orfs finish

===== /design/flow/config.mk =====
export PLATFORM = sky130hd
export DESIGN_NAME = CLA
export DESIGN_NICKNAME = CLA
export VERILOG_FILES = /design/flow/design.v
export SDC_FILE = /design/flow/constraint.sdc
export NUM_CORES = 4
export LEC_CHECK = 1
export CORE_AREA = 10 10 106 106
export DIE_AREA = 0 0 116 116

===== /design/flow/constraint.sdc =====
current_design CLA

set clk_period 12.9
set clk_io_pct 0.2

create_clock -name clk0 -period $clk_period

set non_clock_inputs [all_inputs -no_clocks]
set_input_delay [expr $clk_period * $clk_io_pct] -clock clk0 $non_clock_inputs
set_output_delay [expr $clk_period * $clk_io_pct] -clock clk0 [all_outputs]

==> load_flow_metrics.sql <==
-- metrics for the results database
INSERT INTO impl_metrics (metric_group, metric, value, unit) VALUES
('min_path', 'hp-class', 'primary input to output pin', ''),
('final_layout', 'nClkBuffers', '0', ''),
('sta', 'setup_viol', '0', ''),
('status', 'run_status', 'finished, final reports clean', ''),
('pwr', 'power.sequential.fraction', '0', '%'),
('worst_setup_path', 'largest_fanout_of_any_net_on_the_critical_path', '4', ''),
('cts', 'post-cts-setup-buffers', '0', ''),
('placed_design', 'place.gp.congestion', '0.822', ''),
('run', 'number_of_warning_messages_in_the_logs', '68', ''),
('synth', 'ys_warn_count', '0', ''),
('placed_design', 'postPlaceCellArea', '4110', 'µm²'),
('sta', 'fmaxAchievable', '119', 'MHz'),
('floorplanning', 'die_w', '116', 'µm'),
('pwr', 'ir_worst_vdd', '0.0162', 'mV'),
('pwr', 'p_comb_share', '100.0', '%'),
('cts', 'post_cts.resized_instances', '0', ''),
('final_layout', 'nFillCells', '882', ''),
('routing', 'detail_route.wl_per_cell', '13.5', 'µm'),
('synth', 'synth_area_per_cell', '7.07', 'µm²'),
('worst_setup_path', 'endpoint_kind', 'output pin', ''),
('floorplanning', 'placement_rows', '34', ''),
('routing', 'via_to_cell_ratio', '4.40', ''),
('worst_setup_path', 'crit_required', '10.32', 'ns'),
('routing', 'routed_wl', '8150', 'µm'),
('pwr', 'power_leakage', '1.99', 'nW'),
('final_layout', 'ff_latch_count', '0', ''),
('synth', 'synth.yosys.seq_area_share', '0', '%'),
('sta', 'rsz_0062_raised_after_global_routing', 'no', ''),
('worst_setup_path', 'crit_arrival', '5.86', 'ns'),
('pwr', 'clkPwrFrac', '0', '%'),
('pwr', 'power-per-cell-area', '41.0', 'nW/µm²'),
('sta', 'timing.setup.tns', '0', 'ns'),
('worst_setup_path', 'timing.critical_path.from_type', 'primary input', ''),
('routing', 'vias', '2655', ''),
('routing', 'detail_route.antenna_diodes', '0', ''),
('sta', 'worst-slew-pin-transition', '0.538', 'ns'),
('final_layout', 'final_layout_size_suffix_gt1_share', '2.22', '%'),
('floorplanning', 'die.size.y', '116', 'µm'),
('final_layout', 'stdcell_area', '4110', 'µm²'),
('synth', 'synth_area', '2350', 'µm²'),
('synth', 'synth_stat.cells', '333', ''),
('pwr', 'cell_internal_pwr', '0.000107', 'W'),
('global_routing', 'antenna_violations_before_repair', '0', ''),
('pwr', 'power.switching_fraction', '36.6', '%'),
('final_layout', 'seqCellArea', '0', 'µm²'),
('global_routing', 'vias_in_the_first_global_route', '2603', ''),
('final_layout', 'mostFrequentLayoutCells', 'sky130_fd_sc_hd__clkdlybuf4s50_1 (162), sky130_fd_sc_hd__inv_1 (110), sky130_fd_sc_hd__ha_1 (64)', ''),
('sta', 'drv_slew', '0', ''),
('floorplanning', 'core_area', '8850', 'µm²'),
('final_layout', 'utilization', '46.5', '%'),
('routing', 'detail-route-antenna-nets', '0', ''),
('placed_design', 'hpwl', '7610', 'µm'),
('global_routing', 'grt.total_usage', '11.3', '%'),
('placed_design', 'portBuffers', '162', ''),
('pwr', 'power.net_switching', '0.0000616', 'W'),
('worst_setup_path', 'criticalPathCategory', 'primary input to output pin', ''),
('run', 'drv_cap', '0', ''),
('sta', 'timing.slew.headroom', '63.9', '%'),
('sta', 'finalHoldViolCount', '0', ''),
('synth', 'yosys_area', '2350', 'µm²'),
('synth', 'post_synthesis_cell_type_count', '47', ''),
('global_routing', 'grt.overflow.total', '0', ''),
('sta', 'finalCriticalPeriod', '8.44', 'ns'),
('routing', 'detail_route.drc_violations', '0', ''),
('sta', 'final_min_period_over_clock_period', '65.4', '%'),
('final_layout', 'synthToLayoutAreaGrowth', '74.6', '%'),
('final_layout', 'most_common_cell_after_layout_fill_and_taps_aside', 'sky130_fd_sc_hd__clkdlybuf4s50_1', ''),
('floorplanning', 'initCoreUtil', '26.6', '%'),
('global_routing', 'grt_max_degree', '8', ''),
('sta', 'hold_ws', '6.18', 'ns'),
('routing', 'dr.pass1.iters', '4', ''),
('global_routing', 'wire_length_of_the_first_global_routing_pass', '12700', 'µm'),
('cts', 'hold_bufs_at_cts', '0', ''),
('floorplanning', 'io_pins', '162', ''),
('floorplanning', 'overall_chip_area', '13500', 'µm²'),
('synth', 'netlist_instances', '333', ''),
('routing', 'drt_iter0_drcs', '55', '');
power groups by stage:
stage / clock network [W] / logic, W / registers (W)
6_report: 0 / 0.000168 / 0
5_1_grt: 0 / 0.000188 / 0
4_1_cts: 0 / 0.000172 / 0
critical path: stages:
cell and delay (ns):
sky130_fd_sc_hd__clkdlybuf4s50_1 0.49, sky130_fd_sc_hd__inv_1 0.08, sky130_fd_sc_hd__ha_1 0.25, sky130_fd_sc_hd__nor4_4 0.36, sky130_fd_sc_hd__nand3_2 0.14, sky130_fd_sc_hd__a2111oi_4 0.43, sky130_fd_sc_hd__nor4_2 0.09, sky130_fd_sc_hd__o41a_1 0.38
sky130_fd_sc_hd__fa_1 0.39, sky130_fd_sc_hd__xnor2_1 0.16, sky130_fd_sc_hd__clkdlybuf4s50_1 0.50
logic make-up (layout without fill, tap and decap cells):
group / Yosys count / after routing / synth area share [%]
AND/OR/NAND/NOR: 81 / 81 / 20.3
AND-OR/OR-AND: 52 / 52 / 16.5
multiplexers: 1 / 1 / 0.425
adder cells (fa/ha/maj): 68 / 68 / 37.4
XOR/XNOR: 21 / 21 / 7.82
buffers and inverters: 110 / 272 / 17.5
metal layers:
layer  track usage (%)  share of wire [%]  vias up
met1              13.4                 42     1147
met4             0.417               0.36        0
met5                 0                  0        -
li1                  -                  -     1406
met3              5.18                 13        2
met2              19.4                 45      100
Yosys cell counts (all sizes together):
cell type,count,area share (%)
or3,1,0.27
or2,5,1.3
nand2b,4,1.1
nor2,13,2.1
o211a,2,0.85
a31oi,3,0.80
or3b,1,0.37
o21ai,5,1.1
and4,1,0.37
a2111oi,3,2.0
inv,110,18
o311a,1,0.43
or4,2,0.64
o31ai,3,0.96
fa,4,3.4
a221oi,4,1.5
mux2i,1,0.43
o21a,1,0.32
nor3b,2,0.64
nor3,18,3.8
nor4,10,4.2
o41a,1,0.48
a21oi,17,3.6
ha,64,34
nand3,5,1.3
nand4,1,0.27
o311ai,1,0.69
nor2b,6,1.6
or2b,1,0.32
a311oi,1,0.37
o211ai,4,1.3
nand4b,1,0.37
o21bai,1,0.32
a211oi,3,1.2
nand2,9,1.4
xnor2,15,5.6
a21boi,1,0.32
xor2,6,2.2
o221ai,1,0.37
and3,1,0.27
final timing paths:
check             from    end  slack [ns]  depth (start not counted)
setup / recovery  A[8]  S[25]        4.46                         11
hold / removal    B[0]   g[0]        6.18                          3
final cells by class:
type	instances	area [µm²]	area share [%]
multi-input combinational	223	1940	47.2
timing repair buffer	162	1620	39.5
inverter	110	413	10.0
tap	108	135	3.29
metrics by stage:
step / power (W) / instances / worst slack, ns
2_1_floorplan: 0.0000661 / 333 / 5.67
3_3_place_gp: 0.000171 / 603 / 4.45
3_5_place_dp: 0.000171 / 603 / 4.40
4_1_cts: 0.000172 / 603 / 4.40
5_1_grt: 0.000188 / 603 / 4.17
6_report: 0.000168 / 603 / 4.46
Power figures rest on the tool's default switching activity, not on a simulated workload.
